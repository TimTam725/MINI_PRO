==> design/flow/design.v <==
`timescale 1ns / 1ps
module ADD_SUB(clk, rst, inst, num);
    input clk, rst, inst;
    output [3:0] num;
    reg [3:0] num = 4'd0;
    wire [3:0] fa4_out;
    wire [3:0] pm1;
    assign pm1 = (inst)? 4'b1111 : 4'b0001;
    FA4 fa4(num, pm1, fa4_out);
    always @(posedge clk, negedge rst) begin
        if (rst == 0)
            num <= 4'd0;
        else
            num <= fa4_out;
    end
endmodule
`timescale 1ns / 1ps
module FA(a, b, c_in, s, c_out);
    input a, b, c_in;
    output s, c_out;
    assign s = a ^ b ^ c_in;
    assign c_out = (a & b) | (b & c_in) | (c_in & a);
endmodule
`timescale 1ns / 1ps
module FA4(a, b, s);
    input [3:0] a, b;
    output [3:0] s;
    wire [2:0] c;
    HA ha0(a[0], b[0], s[0], c[0]);
    FA fa1(a[1], b[1], c[0], s[1], c[1]);
    FA fa2(a[2], b[2], c[1], s[2], c[2]);
    FA fa3(a[3], b[3], c[2], s[3],);
endmodule
`timescale 1ns / 1ps
module HA(a, b, s, c_out);
    input a,b;
    output s, c_out;
    assign s = a ^ b;
    assign c_out = a & b;
endmodule
`timescale 1ns / 1ps
module INST_MEM(pc, inst);
    input [3:0] pc;
    output inst;
    reg data[15:0];
    assign inst = data[pc];
    integer i;
    initial begin
        for (i = 0; i <= 15; i = i + 1)
            data[i] <= 1'b0;
        data[3] <= 1'b1;
        data[7] <= 1'b1;
        data[11] <= 1'b1;
        data[15] <= 1'b1;
    end
endmodule
`timescale 1ns / 1ps
module MINI_PRO(clk, rst, num);
    input clk, rst;
    output [3:0] num;
    wire [3:0] pc;
    wire inst;
    PC_CTRL pc_ctrl(clk, rst, pc);
    INST_MEM inst_mem(pc, inst);
    ADD_SUB add_sub(clk, rst, inst, num);
endmodule
`timescale 1ns / 1ps
module PC_CTRL(clk, rst, pc);
    input clk, rst;
    output [3:0] pc;
    reg [3:0] pc = 4'b0000;
    wire [3:0] fa4_out;
    FA4 fa4(pc, 4'b0001, fa4_out);
    always @(posedge clk, negedge rst) begin
        if (rst == 0) begin
            pc <= 4'b0000;
        end else begin
            pc <= fa4_out;
        end
    end
endmodule
`timescale 1ns / 1ps
module WRAPPER(clk, rst, AN, DP, seg);
    input  clk;
    input  rst;
    output [3:0] AN;
    output DP;
    output [6:0] seg;
    reg  [5:0] count100m = 6'd0;
    reg  [8:0] count1m   = 6'd0;
    reg  [8:0] count1k   = 6'd0;
    reg  clk1mhz = 0;
    reg  clk1khz = 0;
    reg  clk1hz  = 0;
    reg  [3:0] AN_reg = 4'b0111;
    wire [3:0] num;
    wire [6:0] segA, segB, segC, segD;
    MINI_PRO mini_pro(.clk(clk1hz), .rst(~rst), .num(num));
    always @(posedge clk) begin
        count100m <= (count100m == 6'd50)? 0: count100m + 1;
        if (count100m == 6'd0)
            clk1mhz <= ~clk1mhz;
    end
    always @(posedge clk1mhz) begin
        count1m <= (count1m == 9'd500)? 0: count1m + 1;
        if (count1m == 9'd0)
            clk1khz <= ~clk1khz;
    end
    always @(posedge clk1khz) begin
        count1k <= (count1k == 9'd500)? 0: count1k + 1;
        if (count1k == 9'd0)
            clk1hz <= ~clk1hz;
        AN_reg <= {AN_reg[0],AN_reg[3:1]};
    end
    assign segA = ~ 7'b1111110;
    assign segB = ~ 7'b1111110;
    assign {segC, segD} = ~ bcd2sevenseg(num);
    assign seg =
    !AN_reg[3]?segA:(!AN_reg[2]?segB:(!AN_reg[1]?segC:segD));
    assign AN = AN_reg;
    assign DP = 1'b1;
    function [13:0] bcd2sevenseg;
    input [3:0] bcd;
    begin
        case (bcd)
        0:  bcd2sevenseg = 14'b1111110_1111110;
        1:  bcd2sevenseg = 14'b1111110_0110000;
        2:  bcd2sevenseg = 14'b1111110_1101101;
        3:  bcd2sevenseg = 14'b1111110_1111001;
        4:  bcd2sevenseg = 14'b1111110_0110011;
        5:  bcd2sevenseg = 14'b1111110_1011011;
        6:  bcd2sevenseg = 14'b1111110_1011111;
        7:  bcd2sevenseg = 14'b1111110_1110000;
        8:  bcd2sevenseg = 14'b1111110_1111111;
        9:  bcd2sevenseg = 14'b1111110_1111011;
        10: bcd2sevenseg = 14'b0110000_1111110;
        11: bcd2sevenseg = 14'b0110000_0110000;
        12: bcd2sevenseg = 14'b0110000_1101101;
        13: bcd2sevenseg = 14'b0110000_1111001;
        14: bcd2sevenseg = 14'b0110000_0110011;
        15: bcd2sevenseg = 14'b0110000_1011011;
        default: bcd2sevenseg = 14'b0000000_0000000;
        endcase
    end
    endfunction  
endmodule
==> design/flow/run.sh <==
#!/bin/bash
# OpenROAD 26Q1-2900-gdf79404cd8, Yosys 0.63+post, stock flow scripts
make -C /OpenROAD-flow-scripts/flow DESIGN_CONFIG=/design/flow/config.mk WORK_HOME=/design/flow/orfs finish
==> design/flow/config.mk <==
export PLATFORM = sky130hd
export DESIGN_NAME = WRAPPER
export DESIGN_NICKNAME = WRAPPER
export VERILOG_FILES = /design/flow/design.v
export SDC_FILE = /design/flow/constraint.sdc
export NUM_CORES = 4
export LEC_CHECK = 1
export CORE_AREA = 10 10 106 106
export DIE_AREA = 0 0 116 116
==> design/flow/constraint.sdc <==
current_design WRAPPER

set clk_period 2.6
set clk_io_pct 0.2

create_clock -name clk0 -period $clk_period [get_ports {clk}]

set non_clock_inputs [all_inputs -no_clocks]
set_input_delay [expr $clk_period * $clk_io_pct] -clock clk0 $non_clock_inputs
set_output_delay [expr $clk_period * $clk_io_pct] -clock clk0 [all_outputs]
==> run notes <==
Observations from the implementation run.

Clocking:
- Looking at the post-CTS report, the setup buffer insertion count equals 0.
- The run puts the hold-fix buffer count after cts at 0.
- Clock latency on the worst-skew pair, taken at its later pin, is 0.23 ns.
- TritonCTS created 3 clock buffers.
- The run puts the buffer levels on the longest clock path at 2.
- Clock tree synthesis selected as its root buffer the cell clkbuf_8.
- The run puts the CTS clock-pin slew for the worst setup and hold paths at 0.04 ns.
- The run gives the CTS H-tree depth as 1.
- TritonCTS built the clock tree.
- The run puts the number of gates given a new drive strength after cts at 0.

Power:
- The run gives the leakage power as 0.826 nW.
- The run puts the share of power burned in the clock network at 0.569.
- The net switching power in the latest report is 0.0458 mW.
- The share of total power dissipated in combinational logic is 0.013.
- The run puts the largest vdd supply drop at 451 µV.
- The power report attributes to the sequential group a share of 0.418.
- The run puts the power per unit of standard cell area at 119 nW/µm².
- The run puts the internal power of the cells at 0.217 mW.
- The run gives the switching part of the total as 0.174.

Floorplanning:
- The run puts the row count at 34.
- The run gives the starting utilization of the core area as 0.220.
- The run puts the die outline width at 116 µm.
- The core region is 8850 µm².
- The floorplan report gives the top-level pin count as 14.
- The run puts the overall chip area at 13,500 µm².
- The floorplan step set the die height to 116 µm.

Final timing:
- The run puts the count of unclocked register or latch pins at 30.
- The run gives the highest clock frequency the design can meet as 0.851 GHz.
- The run puts the count of endpoints failing hold in the final timing report at 0.
- The run gives the number of endpoints failing setup at the final stage as 0.
- The run puts the count of final max-slew check failures at 0.
- The run puts the share of the clock period used by the worst path after layout at 0.452.
- The final layout reports a setup TNS of 0 ns.
- The run gives the setup skew after layout as 0.00477 ns.
- The run puts the number of unconstrained endpoints at 43.
- Setup repair after global routing left no endpoint under its margin.
- The run gives the clock period minus worst slack as 1.18 ns.
- The run puts the post-layout worst setup margin at 1.42 ns.

Global route:
- Global routing finished with a remaining overflow of 0.
- The run gives the initial antenna violation count as 0.
- The run gives the overall routing resource usage as 0.0438.
- The run puts the global-route wire length before repair at 5200 µm.
- The number of global-route vias before repair came to 1,225.
- Entering global routing, the biggest net connects 17 pins.

Logic synthesis:
- The run gives the synthesized chip area reported by yosys as 1940 µm².
- The share of the Yosys chip area taken by registers is 0.412.
- The run puts the post-synthesis area per instance at 9.17 µm².
- The run gives the post-synthesis cell area as 1940 µm².
- The run puts the portion of synthesized cell area occupied by the leading cell type at 0.288.
- The synthesis report lists the most area-consuming cells as dfxtp_1, ha_1, dfrtp_1.
- Summed over all instances, the cell type with the most area after synthesis is dfxtp_1.
- Synthesis produced 212 cells.
- For this run, the leading register cell type out of synthesis is dfxtp_1.
- The warning tally printed by Yosys for this design is 4.
- The run puts the cell count in the Yosys report at 212.
- Per the synth stats, the proportion of register bits with asynchronous set or reset is 0.162.
- The synthesis stats list as the most numerous cell dfxtp_1.
- By count the netlist is led by dfxtp_1, inv_1, nor2_1.
- Synthesis inferred 37 register bits.
- The run puts the count of cell types in the netlist at 46.
- Yosys mapped a number of flops with a built-in enable equal to 3.

Detailed routing:
- Wires add up to 2950 µm.
- The run puts the vias after detailed routing at 1,399.
- The run gives the first-pass iteration count of the detailed router as 4.
- The run gives the initial detailed-routing violation count as 58.
- The run gives the routed wire length per instance as 8.93 µm.
- The run gives the antenna cell count as 0.
- The run gives the number of vias per cell as 4.24.
- The run puts the remaining antenna violation count after routing at 0.
- The run gives the total DRC errors in the routed layout as 0.

Worst setup path:
- The timing report gives the worst reg2reg path a setup slack of 1.42 ns.
- STA classifies the critical path endpoint as a flop.
- The worst setup path is launched from a flop.
- The run gives the required time of the worst setup path as 2.70 ns.
- The run gives the arrival time of data at the critical path endpoint as 1.28 ns.
- The critical path maximum fanout is 4.
- In the setup report, the worst path falls into the class flop to flop.

Placement:
- The run puts the setup slack at placement at 1.45 ns.
- In this run, placement finished with an instance count of 326.
- The run gives the placement-stage cell area as 2160 µm².
- The congestion estimate from routability-driven global placement came to 0.793.
- The run gives the number of I/O port buffers as 12.
- In the placement report, post-DP HPWL is listed as 2290 µm.

Finish:
- The run puts the post-layout instance area at 2210 µm².
- In the final layout, the registers with the most flip-flops are count1k (9), count1m (9), count100m (6).
- From synthesis to final layout, the design area changed by 13.5%.
- At the end of the flow the core is filled with cells to 0.249.
- The run gives the share of final-layout standard cells stronger than drive strength 1 as 0.0360.
- The final report lists a non-filler cell total of 330.

Status:
- The flow ran to the end, and the final reports show no timing, DRC or antenna violations.

Worst hold path:
- The run gives the class of the most critical hold timing path as flop to flop.

Job:
- The run gives the max-cap violation count as 0.
- The run gives the OpenROAD warning count as 34.
[metrics by stage]
step / hold WS (ns) / power, mW
2_1_floorplan: 0.430 / 0.114
3_5_place_dp: 0.461 / 0.115
4_1_cts: 0.470 / 0.267
6_report: 0.457 / 0.263
3_3_place_gp: 0.449 / 0.115
5_1_grt: 0.512 / 0.277
[power groups by stage]
stage	clock network, mW	registers (mW)	logic, mW
final	0.150	0.110	0.00333
after global routing	0.163	0.110	0.00384
after CTS	0.154	0.110	0.00354
[cell families (layout without fill, tap and decap cells)]
kind of cell / after synthesis / count (layout) / share of synthesized area
DFF: 37 / 37 / 0.412
adders and majority gates: 16 / 16 / 0.111
other: 1 / 1 / 0.00193
AOI/OAI and AO/OA: 34 / 34 / 0.111
xor gates and xnor gates: 9 / 9 / 0.0405
buffers and inverters: 30 / 40 / 0.0656
and+or+nand+nor: 81 / 81 / 0.237
muxes: 4 / 4 / 0.0219
[routing by layer]
layer | track usage | part of all wire
met5 | 0 | 0
met4 | 0.00250 | 0
met3 | 0.00837 | 0.048
met2 | 0.0705 | 0.41
met1 | 0.0632 | 0.54
[final timing paths]
check	startpoint	depth (start not counted)	end
worst max-delay path	count100m[0]	5	count100m[1]
worst max register to register	count100m[0]	5	count100m[1]
worst min register to register	count100m[0]	1	count100m[0]
worst min-delay path	count100m[0]	1	count100m[0]
[cell type report]
type | count | area [µm²]
Fill cell | 929 | 6640
Multi-Input combinational cell | 145 | 1020
Sequential cell | 37 | 801
Tap cell | 108 | 135
Timing Repair Buffer | 12 | 120
Inverter | 24 | 90.1
Clock buffer | 4 | 45.0
[critical path, stage by stage (launching register included)]
cell and delay [ns]:
dfxtp_1 0.32, inv_1 0.08, ha_1 0.18, nand3b_1 0.11, nor3b_1 0.28, nor2b_1 0.08
[placed cells by master (no fill, tap or decap), drive strengths merged, types with 3 or more instances in the layout]
| cell | instances |
|---|---|
| a21oi | 10 |
| a31oi | 3 |
| clkbuf | 4 |
| clkdlybuf4s50 | 12 |
| dfrtp | 6 |
| dfxtp | 28 |
| edfxtp | 3 |
| ha | 14 |
| inv | 24 |
| nand2 | 8 |
| nand3 | 12 |
| nand3b | 4 |
| nand4 | 4 |
| nor2 | 17 |
| nor2b | 12 |
| nor3 | 4 |
| nor4 | 3 |
| o21ai | 8 |
| or3 | 6 |
| xnor2 | 5 |
| xor2 | 4 |
No activity file was given, so power comes from the tool's default toggle rates.
